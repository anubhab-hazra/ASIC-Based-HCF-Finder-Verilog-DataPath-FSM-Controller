===== flow/config.mk =====
export PLATFORM = sky130hd
export DESIGN_NAME = controller
export DESIGN_NICKNAME = controller
export VERILOG_FILES = /design/flow/design.v
export SDC_FILE = /design/flow/constraint.sdc
export NUM_CORES = 4
export LEC_CHECK = 1
export CORE_AREA = 10 10 70 70
export DIE_AREA = 0 0 80 80

===== flow/run.sh =====
#!/bin/bash
# OpenROAD 26Q1-2900-gdf79404cd8, Yosys 0.63+post, stock flow scripts
make -C /OpenROAD-flow-scripts/flow DESIGN_CONFIG=/design/flow/config.mk WORK_HOME=/design/flow/orfs finish

===== flow/design.v =====
module controller(lt,gt,eq,ldA,ldB,sel1,sel2,sel_in,clk,done,start);
  input lt,gt,eq,clk,start;
  output reg ldA,ldB,sel1,sel2,sel_in,done;
  reg [2:0] state,next_state;
  localparam S0=3'b000,
  			 S1=3'b001,
  			 S2=3'b010,
  			 S3=3'b011,
  			 S4=3'b100,
  			 S5=3'b101;
  always@(posedge clk) begin
    state <= next_state;
  end
  always@(posedge clk) begin
    case(next_state) 
      S0 : if(start) next_state <= S1;
      S1: next_state <= S2;
      S2: #2 if(eq) next_state <= S5;
      		 else if(lt) next_state <= S3;
      	 	 else if(gt) next_state <= S4;
      S3: #2 if(eq) next_state <= S5;
      		 else if(lt) next_state <= S3;
      		 else if(gt) next_state <= S4;
      S4: #2 if(eq) next_state <= S5;
      		 else if(lt) next_state <= S3;
      		 else if(gt) next_state <= S4;
      S5: next_state <= S5;
      default: next_state = S0;
    endcase
  end
  always@(*) begin
    ldA = 0; ldB = 0; sel1 = 0; sel2 = 0; sel_in = 0; done = 0;
    case(state)
      S0: begin   
        ldA = 1; ldB = 0; sel_in = 1; done = 0; 
      end 	
      S1: begin   
        ldA = 0; ldB = 1; sel_in = 1; done = 0; 
      end	 
      S2: if(eq) done = 1; 
      	  else if(lt) begin
            sel1 = 1; sel2 = 0; sel_in = 0; ldB = 1; ldA = 0; done = 0;
      	  end
     	  else if(gt) begin
            sel1 = 0; sel2 = 1; sel_in = 0; ldB = 0; ldA = 1; done = 0;
     	  end
      S3: if(eq) done = 1; 
      	  else if(lt) begin
            sel1 = 1; sel2 = 0; sel_in = 0; ldB = 1; ldA = 0; done = 0;
      	  end
     	  else if(gt) begin
            sel1 = 0; sel2 = 1; sel_in = 0; ldB = 0; ldA = 1; done = 0;
     	  end
      S4: if(eq) done = 1; 
      	  else if(lt) begin
            sel1 = 1; sel2 = 0; sel_in = 0; ldB = 1; ldA = 0; done = 0;
      	  end
     	  else if(gt) begin
            sel1 = 0; sel2 = 1; sel_in = 0; ldB = 0; ldA = 1; done = 0;
     	  end
  	  S5: done = 1;
    endcase
  end
endmodule

===== flow/constraint.sdc =====
current_design controller

set clk_period 2.8
set clk_io_pct 0.2

create_clock -name clk0 -period $clk_period [get_ports {clk}]

set non_clock_inputs [all_inputs -no_clocks]
set_input_delay [expr $clk_period * $clk_io_pct] -clock clk0 $non_clock_inputs
set_output_delay [expr $clk_period * $clk_io_pct] -clock clk0 [all_outputs]

==> results.txt <==
Implementation status.

- The run finished with clean final reports.
- The Yosys chip area is approximately 340 um^2.
- For this run, the top clock speed supported by timing is 386 MHz.
- Per the post-place timing report, worst setup slack is between 0.2 and 0.25 ns.
- The path category of the worst min-delay check is flop to flop.
- The power per cell area is 980 mW/mm^2.
- The global-route layer with the greatest usage is met3.
- For this run the aggregate overflow at the end of global routing stands at 0.
- The area of the mapped netlist is between 300 and 400 um^2.
- The wire length of the first global-routing pass is approximately 1200 um.
- The shortest clock period the worst path allows after layout is approximately 2.6 ns.
- The count of hold-fix buffers inserted at cts is 0.
- The die covers 0.00640 mm^2.
- Entering global routing, the biggest net connects 10 pins.
- The data required time at the worst endpoint is between 2 and 2.5 ns.
- The horizontal die dimension is 80 um.
- According to the I/O placement log, the pin count is 11.
- The overall power is between 0.5 and 0.6 mW.
- The number of antenna violations at the first check in global routing was 0.
- The final standard cell area without fillers is approximately 520 um^2.
- The number of clock sinks is 6.
- Per the run report, area growth between synthesis and finish was 54.6%.
- The most common cell after layout, fill and taps aside is clkdlybuf4s50_1.
- The floorplan has 21 rows.
- In the final run the clock tree shows a worst skew of roughly 0.0032 ns.
- The portion of the clock cycle consumed by the worst path in the final layout is 92.6%.
- STA classifies the critical path endpoint as a primary output.
- The leading register cell type out of synthesis is edfxtp_1.
- On met2, the global router reports a usage of between 2 and 3%.
- After synthesis, flip-flops and latches occupy between 40% and 50% of the total area.
- The end-of-flow core utilization is between 10% and 20%.
- The number of maximum-capacitance violations is 0.
- After detailed routing, the total wire length is around 780 um.
- The count of inserted antenna diode cells is 0.
- The number of different library cells used by synthesis comes to 19.
- Across the VDD grid, the largest voltage drop is between 0.0002 and 0.0003 V.
- The last timing report of the flow puts the setup violation total at 0.
- The number of setup buffers added after CTS is 0.
- The number of global-route vias before repair was between 200 and 300.
- Per the final layout report, the fraction of cells sized above drive strength 1 comes to 7.41%.
- In the CTS report, the clock slew at the register clock pins of the worst setup and hold paths is listed as 0.04 ns.
- The worst slew margin relative to its limit is roughly 84%.
- After detailed placement, the total cell area comes to 494 um^2.
- In the synthesized netlist the async set-or-reset flop fraction comes to 0%.
- In the final routed layout, each cell accounts on average for 7.83 um.
- The largest driver fanout on the critical path is 5.
- In the post-route analysis, the smallest setup slack over all paths is approximately 0.21 ns.
- The DRC violation total left in the routed layout is recorded as 0.
- According to the report, the first pass of detailed routing completed in 3 iterations.
- The routed design shows a via density per instance of roughly 3.3.
- STA classifies the critical path startpoint as an input port.
- The Yosys warning count is 1.
- The critical path is of the input port to primary output type.
- For the pin with the worst max-slew slack, the measured transition is ~0.24 ns.
- The initial DRC count is 1.
- The number of buffers on the longest clock path is 2.
- The total via count in the routed design is between 300 and 400.
- The final hold violation count is 0.
- The total global-route track usage is between 2 and 2.5%.
- On met1, the global router reports a usage of between 2 and 3%.
- The count of port buffers added during placement is 10.
- The met3 global-route usage is 2.95%.
- The final tally of max-slew violations is 0.
- The clock latency on the worst-skew pair is approximately 0.24 ns.
- The number of buffers created by CTS is 3.
- The placeable core region is about 0.0034 mm^2.
- The vertical die dimension reported for this design is approximately 80 um.
- In the synthesized netlist, the number of instances is about 40.
- The clock root buffer master is clkbuf_4.
- Setup repair after global routing left no endpoint under its margin.
- The count of instances resized after the clock tree is built is 0.
- Ranking logic cells in the layout by count gives the top entries clkdlybuf4s50_1 (10), nor2_1 (7), o21ai_1 (4).
- In this run the number of H-tree levels came out at 1.
- The CTS tree is built.
- The count of tool warnings is 25.
- The arrival time of data at the critical path endpoint is ~2.0 ns.
- The script extracted a total leakage power of ~0.19 nW.
- The last weighted congestion value of the routability-driven placer is between 0.6 and 0.7.
- The number of enable-type register cells in the synthesized netlist is 3.
- The per-instance average area after synthesis is 8.41 um^2.
- Per the post-route antenna check, the number of violating nets is 0.
- The core utilization before placement is 9.85%.
- Synthesis inferred 6 register bits.
- For this design, Yosys synthesis ends with a cell count of 40.
- Adding up every negative setup slack in the final design gives 0 ns.
==> registers in the layout (all words and copies together), names as in the netlist <==
| register | flops |
|---|---|
| state | 3 |
| next_state | 3 |
==> per-layer routing <==
layer,vias up,wire [um]
met5,-,0
met1,138,338
met3,2,175
li1,176,-
met4,0,6
met2,13,262
==> power breakdown <==
part | switching (mW) | total (mW) | internal (mW)
sequential | 0.0600 | 0.211 | 0.151
clock | 0.0289 | 0.0828 | 0.0538
combinational | 0.0804 | 0.217 | 0.136
==> kinds of logic after synthesis <==
group	synth area share, %
AND/OR/NAND/NOR	29.4
AND-OR/OR-AND	23.8
flip-flops	44.6
buffers and inverters	2.23
==> worst paths after layout <==
| kind | from | end | slack [ns] | cells past startpoint |
|---|---|---|---|---|
| setup / recovery | eq | ldA | 0.21 | 5 |
| hold / removal | next_state[0] | state[0] | 0.48 | 0 |
| setup reg to reg | next_state[2] | next_state[1] | 1.59 | 3 |
| hold reg to reg | next_state[0] | state[0] | 0.48 | 0 |
==> layout make-up <==
class / count / area, um^2
flip-flops and latches: 6 / 150
well taps: 46 / 57.6
clock buffers: 4 / 26.3
multi-input cells: 32 / 179
repair buffers: 10 / 100
fillers: 394 / 2900
inverters: 2 / 7.51
==> cells in the mapped netlist (2+ instances only) <==
library cell | number | share of area (%)
nor2_1 | 7 | 7.8
o21ai_1 | 4 | 5.9
a21oi_1 | 3 | 4.5
dfxtp_1 | 3 | 18
edfxtp_1 | 3 | 27
nand2_1 | 3 | 3.3
nand3_1 | 3 | 4.5
inv_1 | 2 | 2.2
o21ai_0 | 2 | 3.0
==> stage by stage <==
| step | hold slack (ns) | cells |
|---|---|---|
| finish | 0.484 | 100 |
| global route | 0.509 | 100 |
| CTS | 0.480 | 100 |
| detailed placement | 0.466 | 96 |
| global placement | 0.464 | 96 |
| floorplan | 0.427 | 40 |
==> worst max-delay path, cell delays in order <==
cell             delay (ns)
clkdlybuf4s50_1        0.49
nor2_1                 0.19
nand2_1                0.10
o21ai_0                0.20
clkdlybuf4s50_1        0.50
Power and IR drop assume default switching activity.
